==> /design/flow/design.v <==
module carry_save_adder
#(
   parameter W = 24
)
(
   input [W-1:0] a, b, c, output [W-1:0] q
);
   assign q = a + b + c;
endmodule
==> /design/flow/run.sh <==
#!/bin/bash
# OpenROAD 26Q1-2900-gdf79404cd8, Yosys 0.63+post, stock flow scripts
make -C /OpenROAD-flow-scripts/flow DESIGN_CONFIG=/design/flow/config.mk WORK_HOME=/design/flow/orfs finish
==> /design/flow/config.mk <==
export PLATFORM = sky130hd
export DESIGN_NAME = carry_save_adder
export DESIGN_NICKNAME = carry_save_adder
export VERILOG_FILES = /design/flow/design.v
export SDC_FILE = /design/flow/constraint.sdc
export NUM_CORES = 4
export LEC_CHECK = 1
export CORE_UTILIZATION = 30
==> /design/flow/constraint.sdc <==
current_design carry_save_adder

set clk_period 15.1
set clk_io_pct 0.2

create_clock -name clk0 -period $clk_period

set non_clock_inputs [all_inputs -no_clocks]
set_input_delay [expr $clk_period * $clk_io_pct] -clock clk0 $non_clock_inputs
set_output_delay [expr $clk_period * $clk_io_pct] -clock clk0 [all_outputs]
==> flow_summary.toml <==
# synthesis and place-and-route metrics
[drt]
drt_pre_antenna_iters = 4
ant_nets = 0
vias = 1719
drtIter0Drc = 26
drc = 0
diodes = 0
routedWlPerCell_um = 11.8
routed_wl_mm = 4.22
via_per_inst = 4.82

[die]
ios = 96
die_y_um = 77.0
fp_util_pct = 32.0
die-area_mm2 = 0.00593
core_mm2 = 0.00527
die_w_um = 77.0
row_count = 26

[final_timing]
hold_violations = 0
slew_headroom_pct = 66.3
finalSetupViolCount = 0
slew_viol_final = 0
fmax_mhz = 107
worst_slew_pin_slew_ns = 0.499
tns_ns = 0
rsz0062_at_grt = "false"
finalCriticalPeriod_ns = 9.39
period_used_pct = 62.2
fin_ws_ns = 5.71

[worst_setup_path]
crit_path_cell_trace = "clkdlybuf4s50_1, fa_1, ha_1, inv_1, fa_1, nand2b_1, a21o_1, nor2b_1, nor4_1, or3_4, xor2_1, clkdlybuf4s50_1"
path_class = "input pin to output port"
crit_fanout = 3
worst-path-buf-inv = 3
critical_path_arrival_ns = 6.37
end_kind = "output port"
critPathSlowestCell = "fa_1"
cp_top_family = "adder cells"
max_stage_delay_ns = 0.55
worstPathRequired_ns = 12.08
start_kind = "input pin"

[global_route]
antenna_found_initial = 0
grtUsageTotal_pct = 14.6
grt_pass1_vias = 1653
grt_max_degree = 10
grt_pass1_wl_mm = 7.25
grt_overflow = 0

[power]
leakage_nw = 1.11
powerDensity_mw_per_mm2 = 73.8
peakVddDrop_v = 0.0000342

[hold_path]
min_path_type = "input pin to output port"
min_from = "c[0]"
holdPathStages = 5
whs_endpoint = "q[0]"

[layout]
nClkBuffers = 0
drive_above_1_share_pct = 1.05
fin_area_mm2 = 0.00272
regArea_um2 = 0
synthToLayoutAreaGrowth_pct = 61.2
fillers = 513
flops = 0

[placed_design]
dpl_cell_area_mm2 = 0.00272
dp_slack_ns = 5.69
port_buffers = 96
place_hpwl_mm = 3.80
gp_congestion = 0.858

[run]
max-cap-violations = 0
warnings = 32

[synthesis]
ys_seq_share_pct = 0
top_cell = "fa_1"
area_leaders = "fa_1 28%, ha_1 16%, xnor2_1 8.3%"
synth_cell_types = 41
syn_avg_cell_area_um2 = 8.66
common_cells = "24 x fa_1, 22 x ha_1, 18 x a21oi_1, 16 x xnor2_1, 13 x inv_1"
synth_top_area_share_pct = 28.5
ys_area_mm2 = 0.00169
synthCells = 195
yosys_warnings = 0
ys_cells = 195
syn-cell-area_mm2 = 0.00169
synth.largest_area_cell = "fa_1"

[cts]
cts-resized-gates = 0
postCtsSetupBuffers = 0
cts_hold_buffers = 0

[run_status]
status = "complete, no violations"
-- worst max path at each step --
| stage | from | endpoint | slack, ns | cells after the start |
|---|---|---|---|---|
| final | a[1] | q[19] | 5.71 | 12 |
| after global routing | a[1] | q[19] | 5.44 | 12 |
| after CTS | a[1] | q[19] | 5.67 | 12 |
-- metal layers --
layer  share of wire, %  track usage (%)  vias up
li1                   -                -      892
met2                 45             24.6       64
met1                 46             21.1      763
met5                  0                0        -
met4                  0            0.755        0
met3                8.7             2.18        0
-- tightest hold or removal path, delay by kind of cell --
kind,cells,cell delay (ns)
adders and majority gates,1,0.15
buffers and inverters,4,0.89
-- where the power goes --
part / switching (mW) / total, mW / internal [mW]
Sequential: 0 / 0 / 0
Combinational: 0.0794 / 0.201 / 0.121
Clock: 0 / 0 / 0
-- cell type report --
cell class,instances,area (um^2),share of cell area (%)
well taps,70,87.6,3.22
multi-input cells,178,1620,59.7
repair buffers,96,961,35.3
inverters,13,48.8,1.79
-- cell usage in the layout, fill, tap and decap left out, types with 4 or more instances in the layout --
cell type / Yosys / routed
xnor2_1: 16 / 16
nand2_1: 11 / 11
nand3_1: 6 / 6
a21oi_1: 18 / 18
clkdlybuf4s50_1: 0 / 96
fa_1: 24 / 24
inv_1: 13 / 13
nand2b_1: 4 / 4
a21o_1: 11 / 11
xor2_1: 6 / 6
nor3_1: 5 / 5
ha_1: 22 / 22
nor2_1: 11 / 11
-- through the flow --
stage / total power, mW / hold WS, ns / std cells / utilization (%)
after global placement: 0.203 / 7.06 / 357 / 51.6
after CTS: 0.204 / 7.08 / 357 / 51.6
final: 0.201 / 7.07 / 357 / 51.6
after floorplan: 0.100 / 6.25 / 195 / -
after detailed placement: 0.202 / 7.08 / 357 / 51.6
after global routing: 0.224 / 7.14 / 357 / 51.6
-- cells by family after synthesis --
| logic type | count (synthesis) | share of synthesized area, % |
|---|---|---|
| adder cells (fa/ha/maj) | 46 | 44.8 |
| XOR/XNOR | 22 | 11.4 |
| AND-OR/OR-AND | 55 | 22.2 |
| buffers and inverters | 17 | 3.85 |
| AND/OR/NAND/NOR | 53 | 16.6 |
| multiplexers | 2 | 1.19 |
Power and IR drop assume default switching activity.
