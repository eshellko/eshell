--- flow/config.mk ---
export PLATFORM = sky130hd
export DESIGN_NAME = UART
export DESIGN_NICKNAME = UART
export VERILOG_FILES = /design/flow/design.v
export SDC_FILE = /design/flow/constraint.sdc
export NUM_CORES = 4
export LEC_CHECK = 1
export CORE_UTILIZATION = 30
--- flow/constraint.sdc ---
current_design UART

set clk_period 3.6
set clk_io_pct 0.2

create_clock -name clk0 -period $clk_period [get_ports {SCLK}]

set non_clock_inputs [all_inputs -no_clocks]
set_input_delay [expr $clk_period * $clk_io_pct] -clock clk0 $non_clock_inputs
set_output_delay [expr $clk_period * $clk_io_pct] -clock clk0 [all_outputs]
--- flow/design.v ---
module UART(
input SCLK, SRES, WRITE_UCR, SET_UCR, CLEAR_UCR, READ_UCR, WRITE_UTR, WRITE_UTDR, UARTTxIE, UARTRxIE,
input [15:0] data,
output reg UARTIFG,
output [5:0] UCR, output reg [15:0] UTR, output reg [8:0] UTDR, output [8:0] URDR,
input RX, output reg TX
);
reg [2:0] StartBit;
reg [15:0] RxTcnt, TxTcnt;
reg [3:0] RxBitCnt, TxBitCnt;
reg TxIP, RxIP, len, StopBit;
reg [9:0] URDR_full;
reg RxIF, TxIF, delay_TxIP;
wire LoadTxBit, SaveRxBit, RxPacketEnd, TxPacketEnd, RxBitEnd;
wire [3:0] PacketLen;
assign URDR = URDR_full[8:0];
assign SaveRxBit = RxTcnt[14:0]==UTR[15:1];
assign LoadTxBit = TxTcnt==UTR;
assign RxPacketEnd = RxBitCnt==PacketLen;
assign TxPacketEnd = TxBitCnt==PacketLen;
assign RxBitEnd = RxTcnt==UTR;
assign PacketLen = len + 4'h8 + StopBit;
always@(posedge SCLK or negedge SRES)
if(!SRES)
	UTR<=16'hFFFF;
else if(WRITE_UTR)
	UTR<=data;
assign UCR = {RxIF, TxIF, len, StopBit, TxIP, RxIP};
always@(posedge SCLK or negedge SRES)
if(!SRES)
	len<=1'h0;
else if(WRITE_UCR)
	len<=data[3];
else if(SET_UCR)
	len<=data[3] | len;
else if(CLEAR_UCR)
	len<=~data[3] & len;
always@(posedge SCLK or negedge SRES)
if(!SRES)
	StopBit<=1'h0;
else if(WRITE_UCR)
	StopBit<=data[2];
else if(SET_UCR)
	StopBit<=data[2] | StopBit;
else if(CLEAR_UCR)
	StopBit<=~data[2] & StopBit;
always@(posedge SCLK or negedge SRES)
if(!SRES)
	StartBit<=3'h7;
else if(!RxIP)
	StartBit<={RX, StartBit[2:1]};
else
	StartBit<=3'h7;
always@(posedge SCLK or negedge SRES)
if(!SRES)
	RxIP<=1'h0;
else if(RxIP & RxPacketEnd & RxBitEnd)
	RxIP<=1'b0;
else if(StartBit[1:0]==2'b01)
	RxIP<=1'b1;
always@(posedge SCLK or negedge SRES)
if(!SRES)
	RxTcnt<=16'h0;
else if(RxIP)
	RxTcnt<= RxBitEnd ? 16'h0 : RxTcnt+16'h1;
else
	RxTcnt<=16'h0;
always@(posedge SCLK or negedge SRES)
if(!SRES)
	RxBitCnt<=4'h0;
else if(RxBitEnd & RxIP)
	RxBitCnt<=RxBitCnt+4'h1;
else if(!RxIP)
	RxBitCnt<=4'h0;
always@(posedge SCLK)
if(SaveRxBit)
	URDR_full<={StopBit & len ? RX : 1'b0 , 
				StopBit ^ len ? RX : URDR_full[9] ,
				!StopBit & !len ? RX : URDR_full[8] ,
				URDR_full[7:1]};
always@(posedge SCLK or negedge SRES)
if(!SRES)
	TX<=1'h1;
else if(TxIP & !delay_TxIP)
	TX<=1'b0; 
else if(LoadTxBit & TxIP)
	TX<=UTDR[0];
else if(!TxIP)
	TX<=1'b1;
always@(posedge SCLK or negedge SRES)
if(!SRES)
	TxIP<=1'h0;
else if(TxPacketEnd & LoadTxBit)
	TxIP<=1'b0;
else if(WRITE_UCR)
	TxIP<=data[1];
else if(SET_UCR)
	TxIP<=data[1] | TxIP;
always@(posedge SCLK or negedge SRES)
if(!SRES)
	delay_TxIP<=1'b0;
else
	delay_TxIP<=TxIP;
always@(posedge SCLK or negedge SRES)
if(!SRES)
	TxTcnt<=16'h0;
else if(TxIP & delay_TxIP)
	TxTcnt<= LoadTxBit ? 16'h0 : TxTcnt+16'h1;
else
	TxTcnt<=16'h0;
always@(posedge SCLK or negedge SRES)
if(!SRES)
	TxBitCnt<=4'h0;
else if(LoadTxBit & TxIP)
	TxBitCnt<=TxBitCnt+4'h1;
else if(!TxIP)
	TxBitCnt<=4'h0;
always@(posedge SCLK)
if(WRITE_UTDR)
	UTDR<=data[8:0];
else if(LoadTxBit)
	UTDR<={!StopBit, len ? UTDR[8] : !StopBit, UTDR[7:1]};
always@(posedge SCLK or negedge SRES)
if(!SRES)
	UARTIFG<=1'b0;
else if((UARTRxIE & RxPacketEnd & RxBitEnd) | (UARTTxIE & TxPacketEnd & LoadTxBit) )
	UARTIFG<=1'b1;
else
	UARTIFG<=1'b0;
always@(posedge SCLK or negedge SRES)
if(!SRES)
	RxIF<=1'b0;
else if( RxPacketEnd & RxBitEnd)
	RxIF<=1'b1;
else if(READ_UCR)
	RxIF<=1'b0;
always@(posedge SCLK or negedge SRES)
if(!SRES)
	TxIF<=1'b0;
else if( TxPacketEnd & LoadTxBit)
	TxIF<=1'b1;
else if(READ_UCR)
	TxIF<=1'b0;
endmodule
--- flow/run.sh ---
#!/bin/bash
# OpenROAD 26Q1-2900-gdf79404cd8, Yosys 0.63+post, stock flow scripts
make -C /OpenROAD-flow-scripts/flow DESIGN_CONFIG=/design/flow/config.mk WORK_HOME=/design/flow/orfs finish
==> Slide: Implementation Results <==
Run Summary

Timing
  • Max Transition Viols Final: 0
  • Slew HR: 0.4791
  • Unrepaired setup endpoints after global routing: false
  • Minimum clock period: between 2 and 2.5 ns
  • Post-route setup TNS: 0 ns
  • Final setup viols: 0
  • Clock Skews: between 0.007 and 0.008 ns
  • Worst-Margin Slew: ~0.8 ns
  • Period utilization: 0.6559
  • Hold slack: between 0.3 and 0.4 ns
  • Hold Fails Final Rpt: 0
  • FMAX: 0.4235 GHz

Critical path
  • Crit Path Class: register to register
  • Critical Path RT: approximately 3.6 ns
  • Reg2Reg Depth: 4
  • Flop-to-flop setup slack: 1.24 ns
  • Critical Path End Type: register
  • Startpoint types: register
  • CP startpoint: UTR[12]$_DFFE_PN1P_
  • CP arrival: ~2.3 ns
  • RR Endpoint: UTDR[0]$_DFFE_PP_
  • RR Startpoint: UTR[12]$_DFFE_PN1P_
  • Critical path's slowest cell: dfstp_2
  • Max stage delay on crit path: 0.60 ns
  • Worst-path cell chain: xor2_1 -> nor4_1 -> nand4_1 -> nand2b_1
  • Crit path max fanout: 11

Logic synthesis
  • # Cells Yosys: roughly 380
  • Top FF cell, synth: dfrtp_1
  • Ao+oa area frac: 0.03509
  • Fa+ha+maj area frac: 0.01712
  • Cell Type Count: 39
  • Async set or reset register ratio after synthesis: 0.7816
  • Main logic family: XOR/XNOR gates
  • Synth Seq Share: 0.5238
  • Ys flops: just under 90
  • XOR Share, Synth: 0.1598
  • Yosys chip area: 4385 sq um
  • Mux share: 0.07133
  • Simple share: 0.1395
  • Synth warnings: 1
  • Syn Inst Count: approximately 380
  • EDFF count, synth: 19
  • Mean post-synth cell area: between 10 and 15 sq um
  • Mapped cell area: 4385 sq um

CTS
  • Cts repair resizes: 0
  • TritonCTS clock tree: done
  • H-tree depth: 3
  • CTS Hold Bufs: 0
  • Root Buffer: clkbuf_16
  • Total CTS buffers: 9
  • Max Buffers Root-to-Sink: 2
  • Clk latency late pin: 0.34 ns
  • Postcts setup bufs: 0
  • Clock slew at reported path FFs: 0.06 ns
  • Clock Sinks: between 80 and 90

Floorplanning
  • IO Pins: between 60 and 70
  • Die width: between 100 and 150 microns
  • Core box area: approximately 14,000 sq um
  • FP Util: 0.3111
  • Total die size: 15,110 sq um
  • Die span in y: between 100 and 150 microns
  • Cell row count: between 40 and 50

Routing
  • Avg Vias per Cell: roughly 4.6
  • DRC errors left: 0
  • Antenna diodes: 0
  • DRT iter0 DRCs: slightly above 80
  • WL per Instance: approximately 15 microns
  • Final ANT Viol Nets: 0
  • First-pass detailed-route iteration total: 4
  • WL final: approximately 9.3 mm
  • Vias: approximately 2,900

Outcome
  • Status: complete, no violations

Power
  • Comb pwr share: 0.144
  • Psw: 0.0006256 W
  • Tot Pwr: 0.002476 W
  • Clock power share: 0.368
  • Reg power frac: 0.488
  • Int Pwr: approximately 0.0019 W
  • Max VDD drop: about 250 uV
  • P_leak: roughly 2.2 nW
  • Switching Share: 0.2526
  • Pwr dens: 457.5 nW/um^2

Place
  • Dpl cell area: slightly above 5000 sq um
  • Detailed placement HPWL: approximately 6.8 mm
  • # port buffers: approximately 68
  • Routability cong.: 0.8451

Flow run
  • Count of tool warnings: 26
  • Max cap viols: 0

Global routing
  • Largest net degree at the start of global routing: approximately 46
  • Global route overflow: 0
  • Initial antenna violation count: 0
  • Gr usage total: 0.1351
  • Global-route wire length before repair: between 15 and 20 mm
  • Vias in the first global route: 2,913

Final layout
  • Area Overhead vs Synth: 23.42%
  • Util after Layout: 0.3840
  • Most numerous logic cells after layout: clkdlybuf4s50_1, dfrtp_1, xor2_1
  • Layout cells sized above 1: 0.1663
  • Most instantiated logic cell after routing: clkdlybuf4s50_1
  • Cell area after layout: about 5400 sq um

Min path
  • Hold/Removal Path Class: primary input to async pin
-- area by class of cell --
class,count,area (sq um)
clock buffer,11,242.7
clock inverter,5,47.55
fill,1349,8683
inverter,13,48.80
multi-input combinational,253,1861
sequential,87,2297
tap,180,225.2
timing repair buffer,70,690.7
-- state kept, by name (all words and copies together) (netlist names), named ones only --
signal and count:
RxBitCnt 4, RxIF 1, RxIP 1, RxTcnt 16
StartBit 3, TX 1, TxBitCnt 4, TxIF 1
TxIP 1, TxTcnt 16, UARTIFG 1, URDR_full 10
UTDR 9, UTR 16, delay_TxIP 1
-- power by group through the flow --
stage         sequential [W]  clock, W  combinational (W)
CTS                  0.00121  0.000940           0.000366
global route         0.00123  0.000969           0.000393
finish               0.00121  0.000910           0.000358
-- cell families (layout without fill, tap and decap cells) --
logic type | Yosys count | in the layout
mux | 28 | 28
simple gates | 116 | 116
xor+xnor | 80 | 80
fa+ha+maj | 6 | 6
compound gates | 23 | 23
flops | 87 | 87
buf+inv | 42 | 99
-- cell usage after synthesis, types with 3 or more instances --
cell type / instances / share of area
o21ai_0: 11 / 0.013
mux2_2: 26 / 0.067
and2_1: 5 / 0.0071
nor4_1: 7 / 0.010
nor2_1: 39 / 0.033
nand4_1: 9 / 0.013
ha_1: 6 / 0.017
clkbuf_1: 8 / 0.0068
nor4_2: 3 / 0.0086
and3_1: 3 / 0.0043
xor2_1: 46 / 0.092
dfstp_2: 20 / 0.12
or3_1: 6 / 0.0086
buf_2: 4 / 0.0046
nand2_1: 10 / 0.0086
inv_1: 13 / 0.011
nor3_1: 3 / 0.0034
edfxtp_1: 19 / 0.13
buf_4: 15 / 0.026
dfrtp_1: 48 / 0.27
xnor2_1: 34 / 0.068
a21boi_0: 4 / 0.0068
nand3_1: 19 / 0.022
-- stage by stage --
step	setup slack (ns)	std cells
after floorplan	1.301	382
after global placement	1.259	603
after detailed placement	1.264	603
after CTS	1.237	619
after global routing	0.9791	619
final	1.239	619
-- worst max-delay path: cells and delay by family, from the launching register on --
kind | cells | cell delay, ns
xor gates and xnor gates | 1 | 0.09
DFF | 1 | 0.60
and+or+nand+nor | 3 | 1.31
-- worst max path at each step --
stage / slack, ns / endpoint / cells past startpoint
CTS: 1.24 / UTDR[4]$_DFFE_PP_ / 4
global route: 0.98 / TxTcnt[11]$_DFF_PN0_ / 5
finish: 1.24 / UTDR[0]$_DFFE_PP_ / 4
-- per-layer routing --
layer  global-route usage  vias up  routed length, microns
li1                     -     1381                       -
met1               0.2033     1401                    4311
met2               0.2075       71                    4323
met3              0.03343       12                     519
met4              0.02134        0                     148
met5                    0        -                       0
Power is estimated from default activity; no workload was simulated.
