[run.sh]
#!/bin/bash
# OpenROAD 26Q1-2900-gdf79404cd8, Yosys 0.63+post, stock flow scripts
make -C /OpenROAD-flow-scripts/flow DESIGN_CONFIG=/design/flow/config.mk WORK_HOME=/design/flow/orfs finish
[config.mk]
export PLATFORM = sky130hd
export DESIGN_NAME = shift_a_impl2
export DESIGN_NICKNAME = shift_a_impl2
export VERILOG_FILES = /design/flow/design.v
export SDC_FILE = /design/flow/constraint.sdc
export NUM_CORES = 4
export LEC_CHECK = 1
export CORE_AREA = 10 10 70 70
export DIE_AREA = 0 0 80 80
[constraint.sdc]
current_design shift_a_impl2

set clk_period 3.3
set clk_io_pct 0.2

create_clock -name clk0 -period $clk_period

set non_clock_inputs [all_inputs -no_clocks]
set_input_delay [expr $clk_period * $clk_io_pct] -clock clk0 $non_clock_inputs
set_output_delay [expr $clk_period * $clk_io_pct] -clock clk0 [all_outputs]
[design.v]
module shift_a_impl1(input [1:0] awsize, input [2:0] awaddr, output reg [7:0] exp1);
   always@*
      exp1 = (8'hff << (((awaddr >> awsize) << awsize))) ^
             (8'hff << (((awaddr >> awsize) << awsize) + (8'h1 << awsize)));
endmodule
module shift_a_impl2(input [1:0] awsize, input [2:0] awaddr, output reg [7:0] exp1);
   integer i;
   always@*
   begin
      exp1 = 8'h0;
      for(i=0; i<8; i=i+1)
         if(i >= ((awaddr >> awsize) << awsize))
            if(i < ((awaddr >> awsize ) << awsize) + (1<<awsize))
               exp1 [i] = 1'b1;
   end
endmodule
module shift_impl1 ( input [7:0] a, input [2:0] sh, output [7:0] q );
   assign q =
      (sh == 1) ? {a[7:1], 1'b0} :
      (sh == 2) ? {a[7:2], 2'b0} :
      (sh == 3) ? {a[7:3], 3'b0} :
      (sh == 4) ? {a[7:4], 4'b0} :
      (sh == 5) ? {a[7:5], 5'b0} :
      (sh == 6) ? {a[7:6], 6'b0} :
      (sh == 7) ? {a[7:7], 7'b0} : a;
endmodule
module shift_impl2 ( input [7:0] a, input [2:0] sh, output [7:0] q );
   wire [7:0] mask = (8'd1 << sh) - 1;
   assign q = a & ~mask;
endmodule
module shift_impl3 ( input [7:0] a, input [2:0] sh, output [7:0] q );
   assign q = (a >> sh) << sh;  
endmodule
==> results_slide.txt <==
Implementation Results

Routing
  • Mean routed wirelength per cell: 10.9 µm
  • Final antenna-violating net count: 0
  • DRT iter0 DRCs: 24
  • Via density per instance: 4.04
  • Final routed DRC violation total: 0
  • Via count: 570
  • Initial DRT Pass Iterations: 4
  • Antenna diode count: 0
  • Total wirelength of the detailed-routed design: approximately 1500 µm

Synthesis
  • Fraction of the yosys area taken by sequential cells: 0
  • Gate count after technology mapping: approximately 63
  • Mean Syn Cell Area: around 6.6 µm²
  • Distinct cell type count of the synthesized netlist: 31
  • Area leader, netlist: sky130_fd_sc_hd__a21oi_1
  • Post-synth area from yosys stat: 415 µm²
  • Synth warn: 1
  • Share of the synthesized area in the top cell type: 0.108
  • Synth Cell Area: about 420 µm²
  • Cells in synth_stat.txt: roughly 63
  • Top cells, area: sky130_fd_sc_hd__a21oi_1 (11%), sky130_fd_sc_hd__ha_1 (9.0%), sky130_fd_sc_hd__nor2_1 (6.3%)

Critical path
  • Worst EP required: approximately 2.6 ns
  • Cell chain of the critical path: clkdlybuf4s50_1, a21boi_2, ha_4, nand2_4, buf_4, nor2_4, nor2_2, buf_4, nand2_1, clkdlybuf4s50_1
  • Delay of the slowest cell on the worst path: approximately 0.47 ns
  • Critical path fanouts, max: 4
  • Slowest library cell on the worst path: sky130_fd_sc_hd__clkdlybuf4s50_1
  • Endpoint type of the worst setup path: primary output
  • Arrival time worst endpoint: between 2 and 3 ns
  • Kind of launch point of the worst setup path: input pin
  • Crit Path Class: in2out

Placement
  • Placed cell count: about 140
  • Routability congestion estimate: between 0.8 and 0.9
  • Port Buffer Count: 13
  • Worst slack after detailed placement: -0.663 ns
  • Cell Area, Placed: about 720 µm²
  • DPL Wire Length: approximately 1100 µm

Finish
  • Flip-flops: 0
  • Area of the multi-input gates: 497 µm²
  • Number of filler instances in the final layout: 372
  • Cell Count, Final, Fillers Out: ~140
  • Share of layout cells above drive strength 1: 0.558
  • Synthesis-to-layout area growth: 105%
  • Post-route cell area: approximately 850 µm²
  • Utilization after layout: 0.249
  • Clkbuf count: 0
  • Area of all sequential standard cells: 0 µm²

Run
  • Stage-log warning count: 33
  • Maxcap violations: 0

Final timing
  • Least setup slack across all paths after layout: between 0.09 and 0.1 ns
  • # setup viols final: 0
  • Number of max-slew violations in the final report: 0
  • Fmax: between 300 and 400 MHz
  • Clock period minus final worst setup slack: about 3.2 ns
  • Worst slew margin relative to its limit: 0.875
  • Slew of the pin with the lowest slew margin: 0.187 ns
  • Final hold violation count: 0
  • Final hold slack: between 1.5 and 2 ns
  • Post-route setup TNS: 0 ns
  • Crit share post-route: 0.972
  • Setup repair after global routing missed its margin: no

GRT
  • GR Util All Layers: 0.0437
  • Pin count of the biggest net entering global routing: 13
  • GR Overflow Total: 0
  • Initial antenna violation count: 0
  • Number of global-route vias before repair: 520
  • First-pass GRT wire length: ~2400 µm

Power and ir drop
  • Leakage power figure: approximately 0.38 nW
  • Maximum resistive drop on vdd: about 55 µV
  • Total design power: roughly 0.12 mW
  • Power per cell area: 137 nW/µm²

Floorplan
  • Init Core Util: 0.122
  • Core Box Area: about 3400 µm²
  • Number of top-level pins: 13
  • Chip width: roughly 80 µm
  • Site Rows: 21
  • Die area: between 6000 and 7000 µm²
  • Die extent in y: ~80 µm

Min path
  • Tightest Hold Check Type: in2out

Status
  • Result of the run: completed
[area by class of cell]
cell class / count / area share
multi-input cells: 54 / 0.584
repair buffers: 35 / 0.322
well taps: 46 / 0.0676
inverters: 6 / 0.0265
[Yosys cell counts]
cell type	number
sky130_fd_sc_hd__a211oi_1	1
sky130_fd_sc_hd__a211oi_2	1
sky130_fd_sc_hd__a21boi_0	1
sky130_fd_sc_hd__a21oi_1	9
sky130_fd_sc_hd__a22oi_2	1
sky130_fd_sc_hd__a31o_4	1
sky130_fd_sc_hd__a31oi_1	2
sky130_fd_sc_hd__a32oi_2	1
sky130_fd_sc_hd__and2_1	1
sky130_fd_sc_hd__and2b_4	1
sky130_fd_sc_hd__and3_1	1
sky130_fd_sc_hd__and4bb_1	1
sky130_fd_sc_hd__buf_2	2
sky130_fd_sc_hd__buf_4	1
sky130_fd_sc_hd__fa_1	1
sky130_fd_sc_hd__ha_1	3
sky130_fd_sc_hd__inv_1	5
sky130_fd_sc_hd__inv_2	1
sky130_fd_sc_hd__nand2_1	6
sky130_fd_sc_hd__nand2b_1	2
sky130_fd_sc_hd__nand3_1	1
sky130_fd_sc_hd__nand3b_1	1
sky130_fd_sc_hd__nand4_1	1
sky130_fd_sc_hd__nor2_1	7
sky130_fd_sc_hd__nor2b_1	4
sky130_fd_sc_hd__o211a_1	1
sky130_fd_sc_hd__o21ai_0	1
sky130_fd_sc_hd__o21ai_1	2
sky130_fd_sc_hd__o22ai_1	1
sky130_fd_sc_hd__o31a_1	1
sky130_fd_sc_hd__or3_1	1
[cell usage in the layout (no fill, tap or decap), types with 2 or more instances in the layout]
| cell type | instances |
|---|---|
| sky130_fd_sc_hd__clkbuf_2 | 3 |
| sky130_fd_sc_hd__a21oi_1 | 8 |
| sky130_fd_sc_hd__nor2_4 | 3 |
| sky130_fd_sc_hd__nor2b_4 | 3 |
| sky130_fd_sc_hd__buf_2 | 2 |
| sky130_fd_sc_hd__ha_4 | 3 |
| sky130_fd_sc_hd__inv_1 | 5 |
| sky130_fd_sc_hd__clkdlybuf4s50_1 | 2 |
| sky130_fd_sc_hd__a31oi_1 | 2 |
| sky130_fd_sc_hd__nor2_1 | 3 |
| sky130_fd_sc_hd__a211oi_2 | 2 |
| sky130_fd_sc_hd__dlygate4sd2_1 | 6 |
| sky130_fd_sc_hd__nand2_2 | 2 |
| sky130_fd_sc_hd__nand2b_1 | 2 |
| sky130_fd_sc_hd__buf_4 | 20 |
| sky130_fd_sc_hd__nand2_1 | 3 |
[power by group]
| group | leakage, nW | switching [mW] | internal (mW) |
|---|---|---|---|
| Combinational | 0.384 | 0.0505 | 0.0665 |
| Clock | 0 | 0 | 0 |
| Sequential | 0 | 0 | 0 |
| Total | 0.384 | 0.0505 | 0.0665 |
[worst max-delay path: cells and delay by family]
kind            cells  cell delay (ns)
buf+inv             4             1.14
simple gates        4             0.28
compound gates      1             0.17
fa+ha+maj           1             0.30
[final timing paths]
kind / end / slack, ns / depth (start not counted) / startpoint
worst max-delay path: exp1[7] / 0.09 / 10 / awaddr[2]
worst min-delay path: exp1[3] / 1.89 / 5 / awsize[1]
[layer usage]
| layer | wire [µm] | share of wire | vias to the layer above | global-route usage |
|---|---|---|---|---|
| met5 | 0 | 0 | - | 0 |
| met4 | 0 | 0 | 0 | 0 |
| met3 | 59 | 0.038 | 0 | 0.00227 |
| met2 | 703 | 0.46 | 13 | 0.0682 |
| met1 | 773 | 0.50 | 263 | 0.0675 |
| li1 | - | - | 294 | - |
[logic make-up (layout without fill, tap and decap cells)]
logic type | count (synthesis) | in the layout | share of synthesized area
buffers and inverters | 9 | 41 | 0.0964
AND/OR/NAND/NOR | 27 | 27 | 0.352
AND-OR/OR-AND | 23 | 23 | 0.413
adder cells (fa/ha/maj) | 4 | 4 | 0.139
[what timing repair did]
| action | 4_1_cts | 5_1_grt |
|---|---|---|
| setup buffers | 3 | 1 |
| pin swaps | 10 | 8 |
| endpoints found under the setup margin | 8 | 8 |
| resized | 39 | 16 |
| hold buffers | 0 | 0 |
| cloned | 0 | 0 |
Power is estimated from default activity; no workload was simulated.
